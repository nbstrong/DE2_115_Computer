[flow/run.sh]
#!/bin/bash
# OpenROAD 26Q1-2900-gdf79404cd8, Yosys 0.63+post, stock flow scripts
make -C /OpenROAD-flow-scripts/flow DESIGN_CONFIG=/design/flow/config.mk WORK_HOME=/design/flow/orfs finish
[flow/config.mk]
export PLATFORM = sky130hd
export DESIGN_NAME = gcd_ci
export DESIGN_NICKNAME = gcd_ci
export VERILOG_FILES = /design/flow/design.v
export SDC_FILE = /design/flow/constraint.sdc
export NUM_CORES = 4
export LEC_CHECK = 1
export CORE_UTILIZATION = 30
[flow/constraint.sdc]
current_design gcd_ci

set clk_period 9.7
set clk_io_pct 0.2

create_clock -name clk0 -period $clk_period [get_ports {clk}]

set non_clock_inputs [all_inputs -no_clocks]
set_input_delay [expr $clk_period * $clk_io_pct] -clock clk0 $non_clock_inputs
set_output_delay [expr $clk_period * $clk_io_pct] -clock clk0 [all_outputs]
[flow/design.v]
module gcd_ci(clk, reset, clk_en, start, dataa, datab, done, result);
    input logic clk;
    input logic reset;
    input logic clk_en;
    input logic start;
    input logic [31:0] dataa;
    input logic [31:0] datab;
    output logic done;
    output logic [31:0] result;
    logic unsigned [31:0] a;
    logic unsigned [31:0] b;
    logic done_internal;
    edge_detect ED (clk, clk_en, reset, done_internal, done);
    always @(posedge clk)
    begin
        if (reset) begin
        done_internal <=  1'b0;
        a             <= 32'hDEADDEAD;
        b             <= 32'hDEADDEAD;
        result        <= 32'hDEADDEAD;
        end
        else begin
            if(clk_en) begin
                if (start) begin
                    done_internal <= 1'b0;
                    a             <= dataa;
                    b             <= datab;
                end
                else if (!done_internal) begin
                    if (b == 32'h0) begin
                        done_internal <= 1'b1;
                        result        <= a;
                    end
                    else if (a > b) begin
                        a <= a - b;
                    end
                    else begin
                        b <= b - a;
                    end
                end
            end
        end
    end
endmodule
module edge_detect #(parameter RISING=1)
    (clk, clk_en, reset, in, e);
    input  clk;
    input  clk_en;
    input  reset;
    input  in;
    output e;
    reg tmp;
    always @(posedge clk)
    begin
        if (reset)  
            tmp <= 1'b0;
        else begin
            if (clk_en)
                tmp <= in;
        end
    end
    assign e = RISING ? (~tmp & in) : (tmp & ~in);
endmodule
==> flow_summary.ini <==
; implementation run metrics
[cells_and_area]
regArea_um2 = 1960
fillers = 2651
layout-drive-gt1-share_pct = 4.20
syn_to_final_growth_pct = 18.7
finalNonFillerCells = 1424
logic_area_um2 = 5250

[sta]
min_period_ps = 4520
fin_skew_ps = 11.6
relSlewSlack_pct = 45.8
clock.fmax_mhz = 221
final-hold-violation-count = 0
worstMarginPinSlew_ps = 813
fin_tns_setup_ps = 0
period_used_pct = 46.6
rsz0062_at_grt = no
setup_violations = 0
drv_slew = 0

[detailed_routing]
antenna_cells = 0
firstDrtPassIters = 6
vias = 7697
wire_per_inst_um = 19.5
drt-total-wl_mm = 27.8
postRouteAntennaNets = 0
drc_errors = 0
via_per_inst = 5.41
drtIter0Drc = 576

[run_status]
status = finished, final reports clean

[synth]
ys_seq_share_pct = 25.1
synth.distinct_cells = 74
synth.yosys.warnings = 2
ys_cells = 1034
syn_avg_cell_area_um2 = 7.56
ys_async_sr_fraction_pct = 0
edf_count = 0
flop_cell = dfxtp_1
syn_inst = 1034
yosys_area_um2 = 7820
synth.cell_area_um2 = 7820
ys.flops = 98

[clock_network]
htreeDepth = 3
cts_resized = 0
post_cts_buffers = 0
cts_buffer_depth = 2
clkSlewWorstSetupHoldPaths_ps = 80
cts-buffers-inserted = 9
cts.sinks = 98
root_buffer = clkbuf_16
clock_latency_ps = 360
cts_hold_buf = 0
cts_tree = done

[job]
warning_count = 56
cap_violations = 0

[grt]
gr-total-overflow = 0
grt_use_total_pct = 21.7
grt_pass1_vias = 7264
antenna_found_initial = 0
grt_max_degree = 58
grt_pass1_wl_mm = 43.1

[critical_path]
path_max_fanout = 42
path_buffers = 2
critPathKind = input pin to register
crit_arrival_ps = 4770
critPathMaxStageDelay_ps = 590
startpoint_type = input pin
critPathSlowestCell = nor4_1
cp.required_ps = 9950
cp_common_cell = nor4_1
end_kind = register
path_cells = buf_2 > nor4_1 > nand4_1 > nor3_1 > nor4_1 > a21o_1 > buf_4 > nand2_1 > o32a_1
critPathTopFamily = simple AND/OR/NAND/NOR gates

[die]
pin_count = 101
fp-utilization_pct = 30.8
fp.dieH_um = 163
die_area_um2 = 26700
fp-row-count = 58
die.size.x_um = 163
core_um2 = 25400

[place]
post-dp-hpwl_mm = 21.0
port_buffers = 100
gp_congestion = 0.958
place_inst = 1408

[min_path]
hold_path.class = register to register
-- path summary, 6_finish.rpt --
check,from,end,slack (ps),depth (start not counted)
setup / recovery,start,a[30],5180,9
hold / removal,result[26],result[26],470,2
setup reg to reg,a[0],a[30],5770,12
hold reg to reg,result[26],result[26],470,2
-- sequential cells by signal, indices dropped and copies added (netlist names) --
name and flops:
done_internal 1, a 32, b 32, ED.tmp 1, result 32
-- Yosys cell counts (3+ instances only) --
cell,n,area (um^2)
nand2_1,102,383
dfxtp_1,98,1960
nor2_1,86,323
a21oi_1,82,410
inv_1,80,300
o21ai_0,66,330
ha_1,63,788
mux2i_1,45,450
nor3_1,41,205
clkbuf_1,39,146
xnor2_1,30,263
a21o_1,23,173
a211oi_1,21,158
o211ai_1,21,158
buf_2,17,85.1
a31oi_1,16,100
nor4_1,16,100
nand4_1,15,93.8
and3_1,11,68.8
nand3_1,11,55.1
o21a_1,11,82.6
nor2b_1,10,62.6
xor2_1,10,87.6
a221oi_1,7,61.3
o21bai_1,7,52.6
a211o_1,6,52.6
and2_1,6,37.5
nand2b_1,6,37.5
a22oi_1,5,37.5
a311oi_1,5,43.8
a32oi_1,5,43.8
or3_1,5,31.3
buf_4,4,30.0
o2111ai_1,4,35.0
o21ai_1,4,20.0
a21boi_0,3,22.5
a221o_1,3,30.0
buf_1,3,11.3
buf_6,3,33.8
-- cell families (layout without fill, tap and decap cells) --
kind of cell	count (synthesis)	after routing	share of synthesized area, %
AND/OR/NAND/NOR	323	323	19.7
flip-flops	98	98	25.1
AND-OR/OR-AND	314	314	26.2
adder cells (fa/ha/maj)	65	65	10.6
XOR/XNOR	40	40	4.48
buffers and inverters	147	207	7.81
multiplexers	47	47	6.05
-- worst min-delay path: cells and delay by family, from the launching register on --
family	cells	cell delay [ps]
flip-flops	1	330
multiplexers	1	60
AND/OR/NAND/NOR	1	50
-- area by class of cell --
cell class / count / share of cell area [%]
Timing Repair Buffer: 110 / 11.5
Inverter: 81 / 3.28
Clock buffer: 9 / 2.43
Sequential cell: 98 / 21.1
Clock inverter: 7 / 0.661
Multi-Input combinational cell: 789 / 56.6
Tap cell: 330 / 4.45
-- metal layers --
layer | routed length (um) | share of wire (%) | global-route usage [%] | vias up
met5 | 0 | 0 | 0 | -
met4 | 612 | 2.2 | 3.95 | 0
met3 | 1920 | 6.9 | 3.41 | 32
met2 | 12000 | 43 | 32.4 | 277
met1 | 13300 | 48 | 33.5 | 3563
li1 | - | - | - | 3825
-- cells in the final DEF (no fill, tap or decap), types with 7 or more instances in the layout --
master           synthesis  layout
nand2_1                102     102
dfxtp_1                 98      98
clkdlybuf4s50_1          0      98
nor2_1                  86      86
a21oi_1                 82      82
inv_1                   80      80
o21ai_0                 66      66
ha_1                    63      63
mux2i_1                 45      45
nor3_1                  41      41
xnor2_1                 30      30
a21o_1                  23      23
a211oi_1                21      21
o211ai_1                21      21
a31oi_1                 16      16
nor4_1                  16      16
nand4_1                 15      15
o21a_1                  11      11
nand3_1                 11      11
nor2b_1                 10      10
and3_1                  11      10
xor2_1                  10      10
buf_4                    4      10
clkbuf_16                0       9
o21bai_1                 7       7
a221oi_1                 7       7
-- per-stage QoR --
stage | utilization (%) | hold slack, ps | worst slack, ps | instance area [um^2]
5_1_grt | 36.5 | 491 | 4960 | 9280
2_1_floorplan | - | 418 | 6170 | 7820
6_report | 36.5 | 473 | 5180 | 9280
3_5_place_dp | 35.4 | 459 | 4860 | 8990
3_3_place_gp | 35.4 | 458 | 4890 | 8990
4_1_cts | 36.5 | 477 | 5230 | 9280
